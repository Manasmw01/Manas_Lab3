==> design/flow/design.v <==
module collatz( input logic     	clk,    
   	 input logic     	go,	 
   	 input logic  [31:0] n, 	 
   	 output logic [31:0] dout,   
   	 output logic     	done);  
   always_ff @(posedge clk)
   begin
      if(go == 1)
      begin
         dout <= n;
      end
      else
      begin
         if(dout > 1)
         begin
            if(dout%2 == 1)
            begin
               dout <= 3*dout + 1;
            end
   			else
            begin
               dout <= dout/2;
            end
         end
      end
   end
assign done = (dout==1) ? 1'b1 : 1'b0;
endmodule
module hex7seg(input logic  [3:0] a,
	       output logic [6:0] y);
   always_comb
   case(a)
   4'h0: y = 7'h40;
   4'h1: y = 7'h79;
   4'h2: y = 7'h24;
   4'h3: y = 7'h30;
   4'h4: y = 7'h19;
   4'h5: y = 7'h12;
   4'h6: y = 7'h02;
   4'h7: y = 7'h78;
   4'h8: y = 7'h00;
   4'h9: y = 7'h10;
   4'ha: y = 7'h08;
   4'hb: y = 7'h03;
   4'hc: y = 7'h46;
   4'hd: y = 7'h21;
   4'he: y = 7'h06;
   4'hf: y = 7'h0E;
   default: y = 7'h00;
   endcase
endmodule
module lab1( input logic        CLOCK_50,   
	     input logic [3:0] 	KEY,  
	     input logic [9:0] 	SW,  
	     output logic [6:0] HEX0, HEX1, HEX2, HEX3, HEX4, HEX5,
	     output logic [9:0] LEDR  
	     );
   logic 			clk, go, done;   
   logic [31:0] 		start;
   logic [31:0] 		start_flag;
   logic [15:0] 		count;
   logic [11:0] 		n;
   assign clk = CLOCK_50;
   hex7seg h1 (.a({counter[11:8]}), .y(HEX5));  
   hex7seg h2 (.a(counter[7:4]), .y(HEX4));
   hex7seg h3 (.a(counter[3:0]), .y(HEX3));
   hex7seg h4 (.a(count[11:8]), .y(HEX2));
   hex7seg h5 (.a(count[7:4]), .y(HEX1));
   hex7seg h6 (.a(count[3:0]), .y(HEX0));  
   range #(256, 8)  
         r ( .* );  
   assign LEDR[0] = go;
   logic [11:0] 		counter;
   logic [21:0] 		millis;
   logic [7:0] 		offset;
   logic pressed;
   logic doneflag;
   always_ff @(posedge clk) 
   begin
	if( KEY [3] == 1'b0)
	begin
	n <= {2'b00, SW};
	start <= {22'd0, SW};
	go <= 1'b1;
	counter <= 12'd0;
doneflag <= 0;
	end
	else if (go == 1'b1) begin
		go <= 1'b0;
	end
	else  if (done)
	begin 
	doneflag<= 1;
	start <= 0;
	counter <= n;
	end
      else if(!KEY[0] && doneflag == 1'b1)
      begin 
           pressed <= 1;
           millis <= millis + 1;
           if(millis == 22'h2FFFFF)
           begin
               millis <= 0;
               if(counter < SW + 255)
               begin
                   counter <= n + {20'd0, start} + 12'd1;
		   start <= start + 1;
	       end
           end
      end
      else if(!KEY[1] && doneflag == 1'b1)
      begin 
           pressed <= 1;
           millis <= millis + 1;
           if(millis == 22'h2FFFFF)
           begin
               millis <= 0;
               if(counter > SW)
               begin
                   counter <= n + {20'd0, start} - 12'd1;
		   start <= start - 1;
	       end
           end
      end
      else if(!KEY[2] && doneflag == 1'b1)
      begin 
          pressed <= 1;
           millis <= millis + 1;
           if(millis == 22'h2FFFFF)
           begin
               millis <= 0;
	       start <=0 ;
               counter <= n + {20'd0, start};
	   end
           pressed <= 0;
      end
    if(pressed == 0)   
        begin
           millis <= 0;
           offset <= 0;
           counter <= {20'b0, SW};
     end 
   end
endmodule
module range
   #(parameter
   RAM_WORDS = 16,             
   RAM_ADDR_BITS = 4)          
   (input logic         clk,     
   input logic 	go,      
   input logic [31:0] 	start,   
   output logic 	done,    
   output logic [15:0] count);  
   logic 		cgo;     
   logic                cdone;   
   logic [31:0] 	n;       
   logic [31:0] 	dout_;       
   collatz c1(.clk(clk),
   .go(cgo),
   .n(n),
   .done(cdone),
   .dout(dout_));
   logic [RAM_ADDR_BITS - 1:0] 	 num;          
   logic 			 running = 0;  
   always_ff @(posedge clk) 
   begin
      if(go)
      begin
         running <= 1;
         n <= start;
         num <= 0;  
         cgo <= 1;
         din <= 1;    
      end
      if(done)  
      begin
         done <= 0;
      end
      if(cgo)  
      begin
         cgo <= 0;
         din <= 1;
      end
      if(we)
      begin 
         we <= 0;
         if(num != 2**RAM_ADDR_BITS - 1)
         begin
            cgo <= 1;
         end
         else
         begin
            cgo <= 0;
         end;
         if(num != 2**RAM_ADDR_BITS - 1)
         begin
            num <= num +   1;
         end
         n <= n+1;
         if(num == 2**RAM_ADDR_BITS - 1)
         begin
            running <= 0;
            done <= 1;
         end
      end
      if(running)
      begin
         if(dout_ == 2)
         begin
            we <= 1;
         end
         if(cdone == 0 && cgo == 0)
         begin
         din <= din + 1;
         end
      end
   end
   logic 			 we;                     
   logic [15:0] 		 din;                    
   logic [15:0] 		 mem[RAM_WORDS - 1:0];   
   logic [RAM_ADDR_BITS - 1:0] 	 addr;                   
   assign addr = we ? num : start[RAM_ADDR_BITS-1:0];
   always_ff @(posedge clk) begin
      if (we) mem[addr] <= din;
      count <= mem[addr];      
   end
endmodule
==> design/flow/run.sh <==
#!/bin/bash
# OpenROAD 26Q1-2900-gdf79404cd8, Yosys 0.63+post, stock flow scripts
make -C /OpenROAD-flow-scripts/flow DESIGN_CONFIG=/design/flow/config.mk WORK_HOME=/design/flow/orfs finish
==> design/flow/config.mk <==
export PLATFORM = sky130hd
export DESIGN_NAME = lab1
export DESIGN_NICKNAME = lab1
export VERILOG_FILES = /design/flow/design.v
export SDC_FILE = /design/flow/constraint.sdc
export NUM_CORES = 4
export LEC_CHECK = 1
export CORE_UTILIZATION = 40
export SYNTH_MEMORY_MAX_BITS = 65536
==> design/flow/constraint.sdc <==
current_design lab1

set clk_period 71.7
set clk_io_pct 0.2

create_clock -name clk0 -period $clk_period [get_ports {CLOCK_50}]

set non_clock_inputs [all_inputs -no_clocks]
set_input_delay [expr $clk_period * $clk_io_pct] -clock clk0 $non_clock_inputs
set_output_delay [expr $clk_period * $clk_io_pct] -clock clk0 [all_outputs]
==> results.py <==
# Flow results
metrics = {
    "outcome": {
        "outcome": "finished, final reports clean",
    },
    "floorplan": {
        "fp.dieH_um": 576.0,
        "core-area_mm2": 0.3274,
        "dieArea_mm2": 0.3318,
        "die_w_um": 576.0,
        "row_count": 210,
        "initCoreUtil_pct": 40.25,
        "num_io_pins": 67,
    },
    "worst_setup_path": {
        "crit_top_cell": "inv_1",
        "endpoint_kind": "register",
        "cp-start-kind": "primary input",
        "timing.critical_path.max_delay_family": "buffers and inverters",
        "cp.arrival_ns": 19.61,
        "required_ns": 72.51,
        "critPathMaxStageDelay_ns": 0.52,
        "reg2reg_to": "r.count[0]",
        "reg2reg_slack_ns": 64.77,
        "path_cells": "clkdlybuf4s50_1 -> inv_1 -> ha_1 -> inv_1 -> or4_1 -> xnor2_1 -> ha_1 -> nand3_1 -> o221ai_1 -> a31oi_1 -> a31oi_1 -> nor4b_4 -> nor3_2 -> buf_4 -> inv_2 -> mux2i_1 -> inv_1 -> ha_1 -> inv_1 -> o21ai_0 -> o22ai_1 -> nand2_1 -> o31ai_1 -> nor3_1",
        "critPathKind": "primary input to register",
        "rr_worst_depth": 12,
        "timing.rr.start": "r.we",
        "path_buffers": 7,
        "path_max_fanout": 13,
        "critPathSlowestCell": "clkdlybuf4s50_1",
    },
    "synthesis": {
        "edf_count": 3167,
        "topCellsByArea": "edfxtp_1 72%, mux4_2 13%, a22oi_1 2.2%",
        "ys_seq_share_pct": 73.65,
        "ys_warn_count": 13,
        "yosysUniqueCellTypes": 93,
        "yosysChipArea_mm2": 0.1318,
        "avgSynthCellArea_um2": 19.05,
        "top_cell_area_share_pct": 72.17,
        "yosys-top-cells-count": "3,167 x edfxtp_1, 772 x mux4_2, 456 x nor2_1",
        "syn_area_mm2": 0.1318,
        "yosys_cells": 6918,
        "synth-seq-cells": 3265,
        "top_area_cell": "edfxtp_1",
        "async_flop_share_pct": 0,
        "syn_inst": 6918,
        "top_cell": "edfxtp_1",
        "flop_cell": "edfxtp_1",
    },
    "power": {
        "ir_drop_uv": 20.01,
        "power_density_mw_per_mm2": 28.62,
        "leakagePower_nw": 47.85,
    },
    "grt": {
        "grt_pass1_vias": 73920,
        "grt_pass1_wl_um": 500700,
        "grt_use_total_pct": 22.72,
        "grt_max_degree": 103,
        "overflow": 0,
        "grt_antenna_before_repair": 14,
    },
    "timing": {
        "slew_viol_final": 0,
        "tightest_slew_ns": 1.074,
        "min_period_over_period_pct": 26.22,
        "clock_skew_ns": 0.05933,
        "final-setup-viol-count": 0,
        "max_freq_mhz": 53.19,
        "hold_slack_ns": 0.4442,
        "fin_tns_setup_ns": 0,
        "relSlewSlack_pct": 28.42,
        "hold_viol": 0,
        "period_minus_slack_ns": 18.80,
        "rsz0062_at_grt": "false",
    },
    "cts": {
        "post_cts_resized": 0,
        "insertion_delay_ns": 0.93,
        "cts_tree": "done",
        "ctsHoldBuffers": 0,
        "numClockSinks": 3265,
        "ctsHtreeMaxLevel": 5,
        "clk_pin_slew_ns": 0.05,
        "cts_root_buffer": "clkbuf_16",
        "clockBufferDepth": 4,
        "cts_made_buffers": 338,
        "postCtsSetupRepairBufs": 0,
    },
    "detailed_routing": {
        "ant_nets": 0,
        "routed_wl_um": 341300,
        "drc_errors": 0,
        "viasPerCell": 5.732,
        "routedWlPerCell_um": 28.45,
        "via_count": 68750,
        "drt_iter0_drc": 4547,
        "dr.pass1.iters": 5,
    },
    "job": {
        "tool_warnings": 84,
        "max_cap_viol_count": 0,
    },
    "hold_path": {
        "hold_path.class": "register to register",
        "min_path_cells": 2,
        "whs_endpoint": "r.we",
        "hold_start": "r.running",
    },
    "placement": {
        "io_buffers": 57,
        "hpwlAfterDp_um": 206500,
        "gp_congestion": 0.8719,
    },
    "cells_and_area": {
        "syn2layout_area_growth_pct": 13.98,
        "drive_gt1_share_pct": 23.34,
    },
}
-- cells in the final DEF (no fill, tap or decap), types with 12 or more instances in the layout --
cell type,netlist,final
nor3_1,39,38
nand2_2,0,16
clkinv_2,0,51
nand4_1,45,45
a22oi_1,392,392
clkbuf_16,0,345
xnor2_1,46,46
a22o_1,17,17
o22ai_1,22,22
nand2b_1,21,21
xor2_1,53,53
nand2_1,185,169
clkinv_1,1,68
bufinv_16,0,26
or3_1,15,15
a21oi_1,323,323
a21o_1,21,21
edfxtp_1,3167,3167
dfxtp_4,0,13
mux2i_1,52,51
o31ai_1,21,21
nand3_1,66,66
clkbuf_1,191,85
buf_4,41,458
o21ai_0,146,144
o21a_1,16,15
o41ai_1,19,19
and3_1,26,26
ha_1,129,129
dfxtp_1,98,84
nor4_1,23,23
a31oi_1,19,19
inv_1,98,98
clkdlybuf4s50_1,0,57
and2_1,16,16
nor2b_1,13,12
nor2_1,456,456
mux4_2,772,772
-- report_power, final --
part | switching [mW] | total (mW) | internal, mW
logic | 0.260 | 0.421 | 0.161
clock network | 0.723 | 1.70 | 0.982
registers | 0.0295 | 2.17 | 2.14
total | 1.01 | 4.30 | 3.29
-- logic make-up after synthesis --
logic type	share of synthesized area, %
and+or+nand+nor	3.399
other	0.002846
adders and majority gates	1.255
buffers and inverters	1.867
muxes	13.71
AOI/OAI and AO/OA	5.458
DFF	73.65
xor gates and xnor gates	0.6580
-- tightest hold or removal path, cell delays in order, from the launching register on --
cell	delay, ns
dfxtp_1	0.32
nand2_1	0.06
nor2_1	0.03
-- worst max-delay path by stage --
stage,start,slack (ns),end,depth (start not counted)
final,SW[0],52.90,HEX4[0],24
after global routing,SW[0],52.55,HEX4[0],24
after CTS,SW[0],52.94,HEX4[0],24
-- sequential cells by signal, summed over array words and instances, names as in the netlist, 8 cells and up, named ones only --
| signal | cells |
|---|---|
| r.count | 12 |
| r.mem | 3072 |
| n | 10 |
| counter | 12 |
| r.din | 12 |
| millis | 22 |
| r.n | 32 |
| start | 32 |
| r.num | 8 |
| r.c1.dout | 31 |
-- metal layers --
metal / global-route usage, % / share of wire [%] / wire length, um / up-vias
li1: - / - / - / 29450
met1: 27.98 / 33 / 113700 / 34650
met2: 32.23 / 46 / 156000 / 4116
met3: 17.89 / 18 / 60890 / 518
met4: 5.397 / 2.9 / 10000 / 22
met5: 1.636 / 0.18 / 618 / -
-- stage by stage --
step / power [mW] / cells / worst slack, ns / utilization (%) / cell area, um^2
6_report: 4.299 / 11990 / 52.90 / 45.88 / 150200
5_1_grt: 4.447 / 11990 / 52.55 / 45.87 / 150200
4_1_cts: 4.332 / 11980 / 52.94 / 45.87 / 150200
3_5_place_dp: 2.635 / 11380 / 51.94 / 42.61 / 139500
3_3_place_gp: 2.631 / 11380 / 51.97 / 42.61 / 139500
2_1_floorplan: 2.498 / 6926 / 53.56 / - / 131800
-- area by class of cell --
class	count	area [um^2]
tap	4346	5438
fill	26890	177200
sequential	3265	97110
inverter	101	379.1
clock buffer	432	8980
clock inverter	176	1698
antenna	10	25.02
timing repair buffer	521	4129
multi-input combinational	3143	32440
No activity file was given, so power comes from the tool's default toggle rates.
